==> flow/design.v <==
module avg_pix (
    input wire [7:0] a, b, c, d, e, f, g, h, orig,
    output wire [7:0] new_color
);
wire [9:0] sum;
wire [9:0] weighted_avg;
assign sum = a + b + c + d + e + f + g + h + orig;
assign weighted_avg = sum / 3'd4;
assign new_color = weighted_avg[7:0];
endmodule
==> flow/run.sh <==
#!/bin/bash
# OpenROAD 26Q1-2900-gdf79404cd8, Yosys 0.63+post, stock flow scripts
make -C /OpenROAD-flow-scripts/flow DESIGN_CONFIG=/design/flow/config.mk WORK_HOME=/design/flow/orfs finish
==> flow/config.mk <==
export PLATFORM = sky130hd
export DESIGN_NAME = avg_pix
export DESIGN_NICKNAME = avg_pix
export VERILOG_FILES = /design/flow/design.v
export SDC_FILE = /design/flow/constraint.sdc
export NUM_CORES = 4
export LEC_CHECK = 1
export CORE_UTILIZATION = 50
==> flow/constraint.sdc <==
current_design avg_pix

set clk_period 9.5
set clk_io_pct 0.2

create_clock -name clk0 -period $clk_period

set non_clock_inputs [all_inputs -no_clocks]
set_input_delay [expr $clk_period * $clk_io_pct] -clock clk0 $non_clock_inputs
set_output_delay [expr $clk_period * $clk_io_pct] -clock clk0 [all_outputs]
==> job_summary.md <==
### Flow metrics

| Metric | Value |
|---|---|
| Placed insts | ~280 |
| Final instance area | 2500 um^2 |
| Most numerous logic cells after layout | clkdlybuf4s50_1, inv_1, fa_1 |
| Tool warning count | 33 |
| Synthesized area | 1640 um^2 |
| Yosys cell types | 15 |
| Worst EP required | 7.60 ns |
| Router iterations before antenna repair | 2 |
| Clkbuf count | 0 |
| Commonest Layout Cell | clkdlybuf4s50_1 |
| Crit. End Element | primary output |
| Vias in the first global route | 1428 |
| Min-delay src | orig[0] |
| Routability congestion estimate | between 0.7 and 0.8 |
| Synth Warn # | 0 |
| Sequential share of power | 0% |
| Hpwl dp | between 2000 and 3000 um |
| Synth Seq Share | 0% |
| Clock share of power | 0% |
| Overall power | approximately 0.75 mW |
| # rows | 20 |
| Worst Hold Path EP | new_color[0] |
| Worst-margin pin slew | 0.208 ns |
| Final critical-path required period | approximately 8.3 ns |
| Routed Antenna Nets | 0 |
| CP Class | in -> out |
| DR iter-0 viols | 17 |
| YS chip area | roughly 1600 um^2 |
| Worst-path fanout max | 2 |
| Final setup fails | 0 |
| Share of cells above drive strength 1 | approximately 2.1% |
| Crit path DAT | between 6 and 7 ns |
| Hold Fails Final Rpt | 0 |
| Unrepaired setup endpoints after global routing | no |
| Port-buffer cells | 80 |
| Die height | 59.3 um |
| Via count | 1227 |
| Via/cell ratio | about 4.3 |
| Post-CTS Setup Bufs | 0 |
| Leak pwr | around 1.2 nW |
| Sw frac | 40.0% |
| Flops | 0 |
| Ant diodes | 0 |
| Total Routing Usage GR | 21.3% |
| Floorplan Utilization | 53.3% |
| DRC errors left | 0 |
| Final Cycle Share | just under 90% |
| Slew HR | a little under nine tenths |
| Max Clk Rate | 121 MHz |
| Reg area | 0 um^2 |
| Cell Count, Final, Fillers Out | 283 |
| Floorplan core area | 3080 um^2 |
| FILL cells | 187 |
| Sum of negative setup slack | 0 ns |
| Gr ovfl total | 0 |
| WHS Path Cells | 6 |
| Synth Instances | 159 |
| Total power divided by cell area | 302 nW/um^2 |
| Internal cell power | between 0.4 and 0.5 mW |
| Status | finished clean |
| Max rail drop VDD | 0.000328 V |
| Antenna violations before repair | 0 |
| Hold WC Path Type | in -> out |
| Detailed Route WL | 2890 um |
| Global-route wire length before repair | 5450 um |
| Layout Area Growth over Synthesis | 52.2% |
| Max Cap Viol | 0 |
| Startpoint types | input pin |
| Final core occ | slightly above 80% |
| Psw | 0.301 mW |
| Routed length per instance | 10.2 um |
| Synth Area per Inst | 10.3 um^2 |
| Top Ports | 80 |
| CTS Hold Bufs | 0 |
| Die width | 59.3 um |
| Largest net degree at the start of global routing | 5 |
| Comb power frac | 100.0% |
| Slew Limit Fails | 0 |
| Placed Area | 2500 um^2 |
| Chip Footprint | 3510 um^2 |
| # Cells Yosys | 159 |
| Post-CTS resize count | 0 |
==> synth_stat cells, drive strengths merged <==
library cell  count  area [um^2]
xnor2             6         52.6
a21o              1         7.51
xor2              2         17.5
o211ai            1         12.5
o21ai             1         5.00
ha                9          113
inv              71          267
o31ai             1         12.5
nand2             4         15.0
o21a              1         7.51
nor2b             1         6.26
fa               54         1080
nor2              2         7.51
a21oi             5         36.3
==> critical path, stage by stage <==
cell	delay, ns
clkdlybuf4s50_1	0.46
inv_1	0.05
fa_1	0.54
inv_1	0.06
fa_1	0.50
fa_1	0.55
inv_1	0.06
fa_1	0.53
inv_1	0.04
ha_1	0.21
fa_1	0.41
a21oi_2	0.18
o211ai_2	0.09
a21oi_2	0.15
xnor2_1	0.14
clkdlybuf4s50_1	0.49
==> kinds of logic (layout without fill, tap and decap cells) <==
group	count (synthesis)	after routing	synth area share [%]
simple gates	7	7	1.75
compound gates	10	10	4.96
xor+xnor	8	8	4.27
fa+ha+maj	63	63	72.8
buf+inv	71	151	16.2
==> worst max path at each step <==
| stage | start | endpoint | slack [ns] | depth (start not counted) |
|---|---|---|---|---|
| after global routing | a[2] | new_color[6] | 1.00 | 16 |
| final | a[2] | new_color[6] | 1.24 | 16 |
| after CTS | a[2] | new_color[6] | 1.22 | 16 |
==> layout make-up <==
class	instances	area, um^2	area share (%)
tap	44	55.1	2.21
inverter	71	267	10.7
timing repair buffer	80	801	32.1
multi-input combinational	88	1370	55.0
==> through the flow <==
step,hold WS (ns),setup WS [ns]
after global routing,5.29,1.00
after global placement,5.17,1.24
after CTS,5.20,1.22
final,5.19,1.24
after floorplan,4.15,2.35
after detailed placement,5.20,1.27
==> power groups by stage <==
stage | registers, mW | clock network, mW | logic [mW]
4_1_cts | 0 | 0 | 0.772
5_1_grt | 0 | 0 | 0.869
6_report | 0 | 0 | 0.753
==> routing by layer <==
layer  share of wire [%]  GRT usage (%)
met1                  39           30.9
met2                  56           39.5
met3                 5.2           1.99
met4                   0              0
met5                   0              0
Power figures rest on the tool's default switching activity, not on a simulated workload.
