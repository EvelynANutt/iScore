<file path="flow/config.mk">
export PLATFORM = sky130hd
export DESIGN_NAME = color
export DESIGN_NICKNAME = color
export VERILOG_FILES = /design/flow/design.v
export SDC_FILE = /design/flow/constraint.sdc
export NUM_CORES = 4
export LEC_CHECK = 1
export CORE_AREA = 10 10 70 70
export DIE_AREA = 0 0 80 80
</file>
<file path="flow/constraint.sdc">
current_design color

set clk_period 3.2
set clk_io_pct 0.2

create_clock -name clk0 -period $clk_period

set non_clock_inputs [all_inputs -no_clocks]
set_input_delay [expr $clk_period * $clk_io_pct] -clock clk0 $non_clock_inputs
set_output_delay [expr $clk_period * $clk_io_pct] -clock clk0 [all_outputs]
</file>
<file path="flow/design.v">
module color (
    input wire [1:0] instrument_type,
    input wire [5:0] pixel_type,
    output reg [7:0] r, g, b
);
reg [2:0] color_choice;
always @(*) begin
    case(pixel_type)
        6'b000001: color_choice = 3'b100;
        6'b000010: color_choice = 3'b100;
        6'b000100: color_choice = 3'b100;
        6'b001000: color_choice = 3'b100;
        6'b010000: color_choice = instrument_type;
        6'b100000: color_choice = 3'b111;
        6'b000000: color_choice = 3'b101;
        default: color_choice = 3'b101;
    endcase
end
always @(*) begin
    case(color_choice)
        3'b000: {r,g,b} = 24'hFF0000;
        3'b001: {r,g,b} = 24'h00FF00;
        3'b010: {r,g,b} = 24'h0000FF;
        3'b100: {r,g,b} = 24'hFFFFFF;
        3'b101: {r,g,b} = 24'h000000;
        3'b111: {r,g,b} = 24'h00FFFF;
        default: {r,g,b} = 24'h000000;
    endcase
end
endmodule
</file>
<file path="flow/run.sh">
#!/bin/bash
# OpenROAD 26Q1-2900-gdf79404cd8, Yosys 0.63+post, stock flow scripts
make -C /OpenROAD-flow-scripts/flow DESIGN_CONFIG=/design/flow/config.mk WORK_HOME=/design/flow/orfs finish
</file>
==> results_slide.txt <==
Synthesis and Place & Route Summary

STA
  – Number of hold violations in the final report: 0
  – Final sum of negative setup slack: 0 ns
  – Remaining max-slew budget at the tightest pin: 77.0%
  – Least-Margin Pin Slew: 0.343 ns
  – Fin. max-slew vios: 0
  – Final period utilization: 93.9%
  – Unrepaired setup endpoints after global routing: no
  – Finish-stage setup viols: 0
  – Maximum frequency from static timing analysis: 333 MHz
  – Min cycle time layout: 3.00 ns

GRT
  – Total routing usage reported by global routing: 2.70%
  – Global-route congestion overflow total: 0
  – Vias in the first global route: 294
  – Initial antenna violation count: 0
  – Wire length of the first global-routing pass: 1470 um
  – Largest net degree at the start of global routing: 9

Drt
  – Antenna Nets Post-Route: 0
  – Routed WL per cell: 9.50 um
  – Total inserted antenna cells: 0
  – Post-route DRC violation count: 0
  – TritonRoute pass-1 iters: 2
  – Via-to-Cell Ratio: 3.02
  – Number of DRC violations after detailed-routing iteration 0: 9
  – Total via count in the routed design: 317
  – Total Routed Length: 997 um

Yosys
  – Cell count in the Yosys report: 41
  – Yosys top cell area share: 52.9%
  – Number of unique standard cell types used by synthesis: 14
  – Warnings from Yosys: 1
  – Syn Inst Count: 41
  – Synthesized area per cell: 7.26 sq um
  – Area figure in the yosys stat output: 298 sq um
  – Share of the yosys chip area belonging to registers: 0%
  – Area of the mapped netlist: 298 sq um
  – Leading cell types by count after synthesis: buf_4 (21), nor4b_1 (3), o21ai_0 (3)
  – Area leader, netlist: buf_4
  – Most frequently used cell type in the post-synthesis netlist: buf_4
  – Synth top area cells: buf_4 (53%), nor4b_1 (8.8%), nor4bb_1 (6.7%), o21ai_0 (5.0%), o31ai_1 (5.0%)

Pwr
  – Standby leakage power: 0.216 nW
  – Maximum vdd drop: 27.6 uV
  – Overall power of the completed layout: 0.0588 mW
  – Power density cells: 96.7 nW/um^2

Worst hold path
  – Worst hold-check path type: in -> out

Layout
  – Share of final-layout standard cells stronger than drive strength 1: 18.6%
  – Count of sequential standard cells: 0
  – Layout filler cell count: 378
  – Sequential Area: 0 sq um
  – Combinational Area: 175 sq um
  – Clock buf count: 0
  – Area grow syn2layout: 104%

Die
  – Placeable core area: 3420 sq um
  – Area of the die: 6400 sq um
  – I/O pin cnt: 32
  – Die Width: 80 um
  – Effective utilization at floorplan: 8.72%
  – DIE HEIGHT: 80 um
  – FP Rows: 21

Worst setup path
  – Critical path's most frequent cell: buf_4
  – Worst Setup Start Kind: input port
  – Worst-path fanout max: 8
  – CP Capture Type: output pin
  – Critical path class: in -> out
  – Arrival time of the worst setup path: 2.36 ns
  – CP required: 2.56 ns
  – List of cells traversed by the critical path: dlygate4sd2_1 -> xor2_1 -> a211oi_1 -> buf_4 -> o31ai_1 -> buf_4 -> clkdlybuf4s50_1
  – Cell with the largest stage delay on the worst path: clkdlybuf4s50_1
  – Max stage delay on crit path: 0.47 ns

Placed design
  – Weighted congestion reported at the end of routability-driven placement: 0.708
  – IO buf count: 32

Flow run
  – Tool Warnings: 32
  – # Max-Cap Violations: 0

Run status
  – Result of the run: finished clean
[logic make-up (layout without fill, tap and decap cells)]
kind of cell	count (synthesis)	after routing	synth area share, %
simple gates	12	12	29.0
compound gates	7	7	15.1
xor+xnor	1	1	2.94
buf+inv	21	39	52.9
[power breakdown]
part / switching (mW) / internal, mW
Sequential: 0 / 0
Combinational: 0.0190 / 0.0397
Clock: 0 / 0
[through the flow]
step / instance area [sq um] / util (%) / hold slack, ns / std cells / setup WS [ns]
floorplan: 298 / - / 1.40 / 41 / 0.852
global placement: 563 / 16.5 / 2.49 / 104 / -0.189
detailed placement: 563 / 16.5 / 2.51 / 104 / -0.307
CTS: 594 / 17.4 / 2.49 / 105 / 0.0177
global route: 608 / 17.8 / 2.45 / 105 / 0.0211
finish: 608 / 17.8 / 2.36 / 105 / 0.195
[cells in the final DEF (no fill, tap or decap)]
master           Yosys  final
buf_4               21      7
o31ai_1              2      1
dlygate4sd2_1        0      2
nor4_4               0      1
nor3_1               1      1
o31ai_2              0      1
nor4b_1              3      1
nor4b_2              0      1
nor2_1               1      1
xor2_1               1      1
dlymetal6s2s_1       0      2
clkdlybuf4s50_1      0     28
nor2b_1              1      1
nor4b_4              0      1
nand2_1              2      2
nand3_1              1      1
a211oi_1             1      1
nor4bb_1             2      2
o211ai_1             1      1
o21ai_0              3      3
[layout make-up]
cell class / count / share of cell area, %
tap: 46 / 9.47
timing repair buffer: 39 / 61.7
multi-input combinational: 20 / 28.8
[path summary, 6_finish.rpt]
path,start,end,slack [ns],cells past startpoint
worst max-delay path,pixel_type[2],g[7],0.20,7
worst min-delay path,pixel_type[0],g[1],2.36,7
[critical path: cells and delay by family]
| kind | cells | cell delay, ns |
|---|---|---|
| XOR/XNOR | 1 | 0.23 |
| buffers and inverters | 4 | 1.16 |
| AND-OR/OR-AND | 2 | 0.33 |
[what timing repair did]
item | in CTS | in global routing
hold buffers | 0 | 0
pin swaps | 1 | 0
gates resized | 6 | 3
hold endpoints to repair | 0 | 0
buffers inserted | 1 | 0
setup endpoints to repair | 16 | 24
[metal layers]
metal  up-vias  global-route usage (%)  routed length, um
li1        165                       -                  -
met1       128                    3.82                467
met2        24                    3.61                290
met3         0                    1.59                239
met4         0                       0                  0
met5         -                       0                  0
No activity file was given, so power comes from the tool's default toggle rates.
